`design.v`:
```
module ALU(C, A, B, OP);
output reg [31:0] C;
input [31:0] A, B;
input [1:0] OP;
always @ (A or B or OP) 
begin
	case(OP)
	2'b00: C = A + B;  
	2'b01: C = A & B;  
	2'b10: C = A | B;  
	2'b11: C = ~A;     
	endcase
	end
endmodule
```
`run.sh`:
```
#!/bin/bash
# OpenROAD 26Q1-2900-gdf79404cd8, Yosys 0.63+post, stock flow scripts
make -C /OpenROAD-flow-scripts/flow DESIGN_CONFIG=/design/flow/config.mk WORK_HOME=/design/flow/orfs finish
```
`config.mk`:
```
export PLATFORM = sky130hd
export DESIGN_NAME = ALU
export DESIGN_NICKNAME = ALU
export VERILOG_FILES = /design/flow/design.v
export SDC_FILE = /design/flow/constraint.sdc
export NUM_CORES = 4
export LEC_CHECK = 1
export CORE_AREA = 10 10 109 109
export DIE_AREA = 0 0 119 119
```
`constraint.sdc`:
```
current_design ALU

set clk_period 14.2
set clk_io_pct 0.2

create_clock -name clk0 -period $clk_period

set non_clock_inputs [all_inputs -no_clocks]
set_input_delay [expr $clk_period * $clk_io_pct] -clock clk0 $non_clock_inputs
set_output_delay [expr $clk_period * $clk_io_pct] -clock clk0 [all_outputs]
```
==> notes.md <==
## Critical path
- **critical path startpoint** A[1]
- **WP data required** 11.36 ns
- **CP Capture Type** primary output
- **CP Class** in -> out
- **biggest fanout along the worst timing path** 4
- **arrival time of the worst setup path** 6.50 ns
- **critical path launch point type** input pin

## Global route
- **pin count of the biggest net entering global routing** 71
- **global-route wire length before repair** 14.5 mm
- **vias in the first global route** 3,142
- **sum of overflow across all layers after global routing** 0
- **Overall Global Routing Usage** 11.7%
- **initial antenna violation count** 0

## STA
- **count of endpoints failing hold in the final timing report** 0
- **Final Critical Period** 9.34 ns
- **fin. max-slew vios** 0
- **Worst Slack Setup Final** 4.86 ns
- **Slew Limit Headroom** 46.3%
- **count of final setup violators** 0
- **RSZ-0062 raised after global routing** no
- **Sum Neg Setup Slack** 0 ns
- **final worst-path cycle share** 65.8%
- **highest attainable clock frequency** 107 MHz
- **Worst Max-Slew Pin Slew** 0.805 ns
- **worst hold slack** 6.67 ns

## Floorplanning
- **starting density of the core** 31.9%
- **die x size** 119 um
- **area of the core region** 9640 um^2
- **die footprint** 14,200 um^2
- **total I/O pin count** 98
- **chip height** 119 um
- **Placement Rows** 36

## Worst hold path
- **type of the tightest min-delay check** in -> out
- **hold wc startpoint** OP[0]

## Logic synthesis
- **cell total in the yosys stat output** 429
- **most frequently used cell type in the post-synthesis netlist** sky130_fd_sc_hd__inv_1
- **Adders+Majority by Area** 26.7%
- **share of cell area taken by muxes after synthesis** 12.6%
- **top logic cell family in the synthesized netlist** AND-OR/OR-AND gates
- **mapped cell area** 3080 um^2
- **leading area contributor after synthesis** sky130_fd_sc_hd__ha_1
- **synthesized-area fraction occupied by xor and xnor cells** 7.68%
- **biggest area cells** sky130_fd_sc_hd__ha_1, sky130_fd_sc_hd__mux4_2, sky130_fd_sc_hd__inv_1
- **most frequent cells after synthesis** sky130_fd_sc_hd__inv_1, sky130_fd_sc_hd__ha_1, sky130_fd_sc_hd__a21oi_1, sky130_fd_sc_hd__nand2_1, sky130_fd_sc_hd__nor2_1
- **summed standard-cell area reported by yosys** 3080 um^2
- **post-synthesis cell type count** 52
- **synthesized instance count** 429
- **ao+oa area frac** 28.7%
- **Warnings, synthesis** 1
- **syn_area_per_cell** 7.17 um^2
- **fraction of the mapped netlist area in simple logic gates** 12.2%
- **top-area cell type share of the netlist area** 26.0%
- **register area share after synthesis** 0%

## Cells and area
- **sequential cell area** 0 um^2
- **filler instances** 979
- **Finished Core Util** 43.3%
- **proportion of layout cells with a drive suffix above 1** 4.87%
- **final cell area excluding filler cells** 4170 um^2
- **sequential cells** 0
- **clock buf count** 0
- **Syn-to-layout area delta** 35.5%
- **tally of non-filler cells in the final layout** 646

## Power and ir drop
- **design internal power** 0.0878 mW
- **sequential group share of total power** 0%
- **Power Dens Cells** 38.0 nW/um^2
- **combinational share of power** 100.0%
- **P_leak** 1.98 nW
- **Switching Fraction** 44.5%
- **clock share of power** 0%
- **largest vdd supply drop** 20.7 uV
- **switching power** 0.0705 mW
- **post-layout total power** 0.158 mW

## Routing
- **vias per inst** 4.91
- **drt total wl** 8.55 mm
- **number of vias after detailed routing** 3,174
- **highest routed metal layer** met4
- **violation count after the first detailed-route iteration** 157
- **routed length on met3** 331 um
- **ANT cells** 0
- **M1 wire length** 4.34 mm
- **WL/cell** 13.2 um
- **remaining routing DRC violations** 0
- **count of TritonRoute iterations in the first routing pass** 5
- **remaining number of nets flagged by the antenna check after routing** 0
- **DR WL met2** 3.86 mm

## Clock network
- **hold-fix buffer count after cts** 0
- **post-CTS setup-driven buffer insertion count** 0
- **cells resized by post-CTS repair** 0

## Run status
- **outcome** complete, no violations

## Flow run
- **tally of OpenROAD warnings** 64
- **max capacitance violation total** 0

## Placement
- **Placed Cells** 646
- **Port-buffer cells** 98
- **total placed instance area** 4170 um^2
- **half-perimeter wire length of the detailed placement result** 7.22 mm
- **pre-CTS WS** 4.87 ns
- **gpl congestion** 0.862

[layout by cell type (no fill, tap or decap), types with 2 or more instances in the layout]
cell type	synthesis	final
sky130_fd_sc_hd__clkdlybuf4s50_1	0	96
sky130_fd_sc_hd__inv_1	84	84
sky130_fd_sc_hd__ha_1	64	64
sky130_fd_sc_hd__a21oi_1	45	45
sky130_fd_sc_hd__nand2_1	31	31
sky130_fd_sc_hd__nor2_1	25	25
sky130_fd_sc_hd__o21ai_0	21	21
sky130_fd_sc_hd__xnor2_1	17	17
sky130_fd_sc_hd__mux4_2	15	15
sky130_fd_sc_hd__a21o_1	12	12
sky130_fd_sc_hd__o211ai_1	10	10
sky130_fd_sc_hd__xor2_1	10	10
sky130_fd_sc_hd__o21ai_1	8	8
sky130_fd_sc_hd__o21a_1	7	7
sky130_fd_sc_hd__nand4_1	5	5
sky130_fd_sc_hd__nand2b_1	5	5
sky130_fd_sc_hd__o221ai_1	5	5
sky130_fd_sc_hd__mux2i_1	4	4
sky130_fd_sc_hd__a211o_1	3	3
sky130_fd_sc_hd__nor3_1	3	3
sky130_fd_sc_hd__o21bai_1	3	3
sky130_fd_sc_hd__nor2b_1	3	3
sky130_fd_sc_hd__a211oi_1	2	2
sky130_fd_sc_hd__nand3_1	2	2
sky130_fd_sc_hd__or3_1	2	2
sky130_fd_sc_hd__a221o_1	2	2
sky130_fd_sc_hd__buf_2	0	2
sky130_fd_sc_hd__buf_4	0	2
[worst max-delay path, cell delays in order]
cell and delay, ns:
sky130_fd_sc_hd__clkdlybuf4s50_1 0.54, sky130_fd_sc_hd__inv_1 0.08, sky130_fd_sc_hd__ha_1 0.31, sky130_fd_sc_hd__a211o_1 0.26, sky130_fd_sc_hd__o211ai_1 0.16, sky130_fd_sc_hd__a2111o_1 0.25
sky130_fd_sc_hd__a21oi_1 0.12, sky130_fd_sc_hd__a221o_1 0.37, sky130_fd_sc_hd__a221oi_1 0.43, sky130_fd_sc_hd__o21ai_1 0.18, sky130_fd_sc_hd__xnor2_1 0.15, sky130_fd_sc_hd__a222oi_1 0.29
sky130_fd_sc_hd__clkdlybuf4s50_1 0.53
[routing by layer]
layer,vias to the layer above,GRT usage [%]
li1,1664,-
met1,1450,16.7
met2,58,19.4
met3,2,1.49
met4,0,0.458
met5,-,0
[kinds of logic (layout without fill, tap and decap cells)]
group / Yosys count / after routing
xor+xnor: 27 / 27
mux: 20 / 20
fa+ha+maj: 65 / 65
buf+inv: 100 / 184
simple gates: 82 / 82
compound gates: 135 / 135
[area by class of cell]
class                           count  area, um^2  area share (%)
Inverter                           84         315            7.56
Tap cell                          133         166            3.99
Multi-Input combinational cell    329        2700            64.8
Timing Repair Buffer              100         986            23.6
[final timing paths]
check / end / slack, ns / depth (start not counted)
setup / recovery: C[29] / 4.86 / 13
hold / removal: C[5] / 6.67 / 5
[power by group through the flow]
| stage | combinational (mW) | sequential, mW | clock [mW] |
|---|---|---|---|
| 5_1_grt | 0.178 | 0 | 0 |
| 4_1_cts | 0.161 | 0 | 0 |
| 6_report | 0.158 | 0 | 0 |
No activity file was given, so power comes from the tool's default toggle rates.
