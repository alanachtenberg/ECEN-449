### flow/run.sh
#!/bin/bash
# OpenROAD 26Q1-2900-gdf79404cd8, Yosys 0.63+post, stock flow scripts
make -C /OpenROAD-flow-scripts/flow DESIGN_CONFIG=/design/flow/config.mk WORK_HOME=/design/flow/orfs finish
### flow/config.mk
export PLATFORM = sky130hd
export DESIGN_NAME = BuggyCode
export DESIGN_NICKNAME = BuggyCode
export VERILOG_FILES = /design/flow/design.v
export SDC_FILE = /design/flow/constraint.sdc
export NUM_CORES = 4
export LEC_CHECK = 1
export CORE_AREA = 10 10 166 166
export DIE_AREA = 0 0 176 176
### flow/constraint.sdc
current_design BuggyCode

set clk_period 15.5
set clk_io_pct 0.2

create_clock -name clk0 -period $clk_period [get_ports {Clk}]

set non_clock_inputs [all_inputs -no_clocks]
set_input_delay [expr $clk_period * $clk_io_pct] -clock clk0 $non_clock_inputs
set_output_delay [expr $clk_period * $clk_io_pct] -clock clk0 [all_outputs]
### flow/design.v
module BuggyCode (Clk, reset, A, B, C, D, E, F, G, H);  
input Clk, reset;
input [31:0] A, B, C, D;
output [31:0] E, F, G, H;
reg K;  
reg H;
reg G;  
assign F = !A;  
assign E = (C > D) ? A : B;  
always @ (posedge Clk or posedge reset) begin  
	if(reset) 
	begin
		G <= 0;  
	end 
	else begin  
		G <= B - C; 
	end
end
always @ (*) begin  
	K <= A && B;  
	if (B < C) begin
		H <= K; 
	end 
	else begin
	H = 32'd97;  
	end
end
endmodule  
==> metrics.yaml <==
clock_network:
  ctsResizeCount: 0
  cts_sinks: 32
  cts_made_buffers: 5
  cts_root_buffer: "clkbuf_16"
  clkTransAtPathRegs_ns: 0.05
  cts_setup_buffers: 0
  cts_hold_buf: 0
  cts_tree: "done"
  htreeDepth: 2
  cts_max_path_buffers: 2
power_and_ir_drop:
  power_density_nw_per_um2: 63.2
  total_power_mw: 0.440
  intPower_mw: 0.306
  p_sw_mw: 0.134
  pwr-share-comb: 0.511
  netSwitchingFraction: 0.305
  power_frac_seq: 0.243
  p_clk_frac: 0.246
  total_leakage_power_nw: 3.08
  ir_drop_mv: 0.0302
outcome:
  status: "complete, no violations"
finish:
  final_cells: 1117
  seqCellArea_um2: 801
  largest_reg_flops: 32
  largest_registers: "G (32)"
  drive_gt1_frac: 0.0580
  logic_area_um2: 3300
  fill_cells: 2601
  syn2layout_area_growth_pct: 47.8
  largest_register: "G"
worst_setup_path:
  path_max_fanout: 7
  criticalPathCategory: "in2out"
  critPathArrivalTime_ns: 6.17
  critPathCaptureType: "primary output"
  start_kind: "primary input"
  required_ns: 12.40
sta:
  max_freq_mhz: 108
  timing.hold.ws_ns: 3.21
  setup_viol_count_final: 0
  hold_viol: 0
  rsz0062_at_grt: "no"
  period_minus_slack_ns: 9.27
  tns_ns: 0
  tightest_slew_ns: 0.677
  slew_viol_final: 0
  finalClockPeriodUsage: 0.598
  slew_headroom: 0.544
global_routing:
  antenna_found_initial: 0
  grt_pass1_vias: 5015
  grtUsageTotal: 0.119
  grt_pass1_wl_um: 29000
  grt_max_degree: 33
  grt-ovfl-total: 0
floorplan:
  die-area_um2: 31000
  boundaryPins: 258
  rows: 57
  core_um2: 24100
  fp_util: 0.196
  die_y_um: 176
  fp.dieW_um: 176
placed_design:
  gp_congestion: 0.909
  dp_cells: 1109
  port_buffers: 197
  hpwl_um: 17400
drt:
  num_vias: 4705
  wl_per_cell_um: 17.1
  drt-vias-per-instance: 4.21
  drc: 0
  ant_nets: 0
  drt_iter0_markers: 312
  first_pass_iters: 5
  wirelength_um: 19100
  num_antenna_cells: 0
synth:
  yosys_warnings: 1
  synth-edff-count: 0
  async_flop_share: 1.00
  yosys.stat.seqShare: 0.170
  ys_seq_elements: 32
  syn-cell-area_um2: 4710
  yosysChipArea_um2: 4710
  synthFlopType: "dfrtp_1"
  syn_area_per_cell_um2: 7.83
  ys_types: 59
  syn_inst: 602
  ys_cells: 602
worst_hold_path:
  hp-class: "in2async"
job:
  timing.max_cap.violations: 0
  warnings: 25
==> worst max-delay path, cell delays in order <==
cell	delay, ns
clkdlybuf4s50_1	0.53
inv_1	0.07
ha_1	0.43
nand4_1	0.21
o221ai_1	0.35
a21oi_1	0.12
o21ai_0	0.37
a21oi_1	0.18
o21ai_0	0.27
clkdlybuf4s50_1	0.53
==> stage by stage <==
step / utilization / cell area, um^2 / setup WS (ns)
after floorplan: - / 4930 / 7.34
after global placement: 0.282 / 6800 / 6.16
after detailed placement: 0.282 / 6800 / 6.19
after CTS: 0.289 / 6970 / 6.17
after global routing: 0.289 / 6970 / 5.99
final: 0.289 / 6970 / 6.23
==> cells in the mapped netlist, types with 7 or more instances <==
library cell | instances | area share
nor4_1 | 21 | 0.028
xnor2_1 | 20 | 0.037
nand2_1 | 35 | 0.028
o21ai_0 | 27 | 0.029
nand3_1 | 13 | 0.014
nand2b_1 | 7 | 0.0093
a211oi_1 | 8 | 0.013
o211ai_1 | 8 | 0.013
dfrtp_1 | 32 | 0.17
nand4_1 | 14 | 0.019
a21oi_1 | 52 | 0.055
clkbuf_1 | 12 | 0.0096
ha_1 | 64 | 0.17
nor2_1 | 33 | 0.026
inv_1 | 79 | 0.063
mux2_2 | 32 | 0.076
buf_4 | 61 | 0.097
nor3_1 | 7 | 0.0074
==> logic make-up after synthesis <==
group                    after synthesis  synth area share
buffers and inverters                155             0.177
XOR/XNOR                              24            0.0446
flip-flops                            32             0.170
AND-OR/OR-AND                        140             0.188
AND/OR/NAND/NOR                      151             0.165
multiplexers                          34            0.0810
adder cells (fa/ha/maj)               65             0.174
other                                  1          0.000796
==> worst paths after layout <==
kind | from | to | slack, ns
min in group clk0 | C[0] | G[0] | 3.55
worst max-delay path | C[17] | H[6] | 6.23
max in group asynchronous | reset | G[28] | 12.00
worst min-delay path | reset | G[1] | 3.21
==> power groups by stage <==
stage | registers [mW] | clock network [mW] | logic [mW]
4_1_cts | 0.108 | 0.111 | 0.229
5_1_grt | 0.109 | 0.114 | 0.250
6_report | 0.107 | 0.108 | 0.225
==> cells in the final DEF, fill, tap and decap left out, drive strengths merged, types with 4 or more instances in the layout <==
master         count
a31oi              4
nand4             14
a21oi             52
nor3               7
mux2              33
and2               4
conb              60
clkdlybuf4s50    197
o21a               4
a21o               6
inv               79
xor2               4
nor2              33
nand2             35
clkbuf             5
xnor2             20
nand3             13
nand2b             7
o21ai             28
dfrtp             32
ha                64
o211ai             8
a211oi             8
nor4              21
==> final cells by class <==
cell class / instances / area share
multi-input cells: 474 / 0.474
repair buffers: 200 / 0.286
flip-flops and latches: 32 / 0.115
well taps: 324 / 0.0582
inverters: 79 / 0.0426
clock buffers: 5 / 0.0180
clock inverters: 3 / 0.00611
==> layer usage <==
metal / vias to the layer above / GRT usage / wire length [um]
met3: 10 / 0.0197 / 894
met2: 134 / 0.208 / 9530
met5: - / 0 / 0
li1: 2409 / - / -
met1: 2152 / 0.157 / 8490
met4: 0 / 0.0120 / 189
No activity file was given, so power comes from the tool's default toggle rates.
